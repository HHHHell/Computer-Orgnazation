`/design/flow/run.sh`:
```
#!/bin/bash
# OpenROAD 26Q1-2900-gdf79404cd8, Yosys 0.63+post, stock flow scripts
make -C /OpenROAD-flow-scripts/flow DESIGN_CONFIG=/design/flow/config.mk WORK_HOME=/design/flow/orfs finish
```
`/design/flow/config.mk`:
```
export PLATFORM = sky130hd
export DESIGN_NAME = HCTRL
export DESIGN_NICKNAME = HCTRL
export VERILOG_FILES = /design/flow/design.v
export SDC_FILE = /design/flow/constraint.sdc
export NUM_CORES = 4
export LEC_CHECK = 1
export CORE_UTILIZATION = 40
```
`/design/flow/constraint.sdc`:
```
current_design HCTRL

set clk_period 2.7
set clk_io_pct 0.2

create_clock -name clk0 -period $clk_period

set non_clock_inputs [all_inputs -no_clocks]
set_input_delay [expr $clk_period * $clk_io_pct] -clock clk0 $non_clock_inputs
set_output_delay [expr $clk_period * $clk_io_pct] -clock clk0 [all_outputs]
```
`/design/flow/design.v`:
```
`timescale 1ns / 1ps
module HCTRL(
	input [31:0]IR_D,
	input [31:0]IR_E,
	input [31:0]IR_M,
	input [31:0]IR_W,
	output [1:0]FRSD,
	output [1:0]FRTD,
	output [1:0]FRSE,
	output [1:0]FRTE,
	output [1:0]FRTM,
	output Stall
    );
	parameter	op_r = 6'b000000,
				op_addi = 6'b001000,
				op_addiu = 6'b001001,
				op_ori = 6'b001101,
				op_lui = 6'b001111,
				op_lw = 6'b100011,
				op_sw = 6'b101011,
				op_beq = 6'b000100,
				op_bne = 6'b000101,
				op_j = 6'b000010,
				op_jal = 6'b000011,
				func_add = 6'b100000,
				func_addu = 6'b100001,
				func_sub = 6'b100010,
				func_subu = 6'b100011,
				func_and = 6'b100100,
				func_or = 6'b100101,
				func_xor = 6'b100110,
				func_sll = 6'b000000,
				func_srl = 6'b000010,
				func_jr   = 6'b001000;
	wire Cal_r_D;
	wire Cal_r_E;
	wire Cal_r_M;
	wire Cal_r_W;
	wire Cal_i_D;
	wire Cal_i_E;
	wire Cal_i_M;
	wire Cal_i_W;
	wire Beq_D;
	wire Beq_E;
	wire Jr_D;
	wire Jr_E;
	wire [4:0]RS_E;
	wire [4:0]RT_E;
	wire [4:0]RS_M;
	wire [4:0]RT_M;
	assign RS_E = IR_E[25:21];
	assign RT_E = IR_E[20:16];
	assign RS_M = IR_M[25:21];
	assign RT_M = IR_M[20:16];
	assign Cal_r_D = (IR_D[31:26] == op_r && IR_D[5:0] != func_jr && IR_D != 0);
	assign Cal_r_E = (IR_E[31:26] == op_r && IR_E[5:0] != func_jr && IR_E != 0);
	assign Cal_r_M = (IR_M[31:26] == op_r && IR_M[5:0] != func_jr && IR_M != 0);
	assign Cal_r_W = (IR_W[31:26] == op_r && IR_W[5:0] != func_jr && IR_W != 0);
	assign Cal_i_D = (IR_D[31:26] == op_addi || IR_D[31:26] == op_addiu || IR_D[31:26] == op_ori || IR_D[31:26] == op_lui); 
	assign Cal_i_E = (IR_E[31:26] == op_addi || IR_E[31:26] == op_addiu || IR_E[31:26] == op_ori || IR_E[31:26] == op_lui);  
	assign Cal_i_M = (IR_M[31:26] == op_addi || IR_M[31:26] == op_addiu || IR_M[31:26] == op_ori || IR_M[31:26] == op_lui);  
	assign Cal_i_W = (IR_W[31:26] == op_addi || IR_W[31:26] == op_addiu || IR_W[31:26] == op_ori || IR_W[31:26] == op_lui);
	assign Beq_D = (IR_D[31:26] == op_beq || IR_D[31:26] == op_bne);
	assign Beq_E = (IR_E[31:26] == op_beq || IR_E[31:26] == op_bne);
	assign Jr_D = (IR_D[31:26] == op_r && IR_D[5:0] == func_jr);
	assign FRSD = (Beq_D || Jr_D) && (IR_E[31:26] == op_jal) && (IR_D[25:21] == 5'd31) ? 2'h1 : 
				  (Beq_D || Jr_D) && (IR_D[25:21] != 0) && ((Cal_r_M && IR_D[25:21] == IR_M[15:11])|| (Cal_i_M && IR_D[25:21] == IR_M[20:16])) ? 2'h2 : 
				  (Beq_D || Jr_D) && (IR_M[31:26] == op_jal) && (IR_D[25:21] == 5'd31) ? 2'h3 : 0;
	assign FRTD = Beq_D && (IR_E[31:26] == op_jal) && (IR_D[20:16] == 5'd31) ? 2'h1 :
				  (Beq_D || Jr_D) && (IR_D[20:16] != 0) && ((Cal_r_M && IR_D[20:16] == IR_M[15:11])|| (Cal_i_M && IR_D[20:16] == IR_M[20:16])) ? 2'h2 : 
				  (Beq_D || Jr_D) && (IR_M[31:26] == op_jal) && (IR_D[20:16] == 5'd31) ? 2'h3 : 0;
	assign FRSE = (Cal_r_E || Cal_i_E || IR_E[31:26] == op_lw || IR_E[31:26] == op_sw) && (IR_E[25:21] != 0) && 
				  ((Cal_r_M && IR_E[25:21] == IR_M[15:11]) || (Cal_i_M && IR_E[25:21] == IR_M[20:16])) ? 2'h1 : 
				  (Cal_r_E || Cal_i_E || IR_E[31:26] == op_lw || IR_E[31:26] == op_sw) && 
				  (IR_M[31:26] == op_jal) && (IR_E[25:21] == 5'd31) ? 2'h2 :
				  (Cal_r_E || Cal_i_E || IR_E[31:26] == op_lw || IR_E[31:26] == op_sw) && (IR_E[25:21] != 0) &&
				  ((Cal_r_W && IR_E[25:21] == IR_W[15:11]) ||
				  (IR_W[31:26] == op_jal && IR_E[25:21] == 31) || ((IR_W[31:26] == op_lw || Cal_i_W) && IR_E[25:21] == IR_W[20:16])) ? 2'h3 : 0;
	assign FRTE = (Cal_r_E || IR_E[31:26] == op_sw) && (IR_E[20:16] != 0) && ((Cal_r_M && IR_E[20:16] == IR_M[15:11]) || (Cal_i_M && IR_E[20:16] == IR_M[20:16])) ? 2'h1 : 
				  (Cal_r_E || IR_E[31:26] == op_sw) && (IR_M[31:26] == op_jal) && (IR_E[20:16] == 5'd31) ? 2'h2 :
				  (Cal_r_E || IR_E[31:26] == op_sw) && (IR_E[20:16] != 0) && ((Cal_r_W && IR_E[20:16] == IR_W[15:11]) ||
				  ((IR_W[31:26] == op_jal && IR_E[20:16] == 31) || ((IR_W[31:26] == op_lw || Cal_i_W) && IR_E[20:16] == IR_W[20:16]))) ? 2'h3 : 0;
	assign FRTM = (IR_M[31:26] == op_sw) && (IR_M[20:16] != 0) && 
				  ((IR_W[31:26] == op_jal && IR_M[20:16] == 31) || ((IR_W[31:26] == op_lw || Cal_i_W) && (IR_M[20:16] == IR_W[20:16])) ||
				  (Cal_r_W && IR_M[20:16] == IR_W[15:11])) ? 1 : 0;
	assign Stall = (Cal_r_E && Beq_D && IR_E[15:11] != 0 && (IR_E[15:11] == IR_D[25:21] || IR_E[15:11] == IR_D[20:16])) || 
				   (Cal_r_E && Jr_D && IR_E[15:11] != 0 && (IR_E[15:11] == IR_D[25:21])) ||
				   (Cal_i_E && Beq_D && IR_E[20:16] != 0 && (IR_E[20:16] == IR_D[25:21] || IR_E[20:16] == IR_D[20:16])) || 
				   (Cal_i_E && Jr_D && IR_E[20:16] != 0 && (IR_E[20:16] == IR_D[25:21])) ||
				   (IR_E[31:26] == op_lw && 
				   (((Cal_r_D || Beq_D) && (IR_D[20:16] == IR_E[20:16] && IR_D[20:16] != 0)) ||
				   ((Beq_D || Jr_D || IR_D[31:26] == op_lw || IR_D[31:26] == op_sw || Cal_i_D || Cal_r_D) && (IR_D[25:21] == IR_E[20:16] && IR_D[25:21] != 0)))) || 
				   (IR_M[31:26] == op_lw && Beq_D && IR_M[20:16] != 0 && (IR_M[20:16] == IR_D[25:21] || IR_M[20:16] == IR_D[20:16])) ||
				   (IR_M[31:26] == op_lw && Jr_D && IR_M[20:16] != 0 && IR_M[20:16] == IR_D[25:21]);
endmodule
```
==> job_summary.md <==
### Flow metrics

| Metric | Value |
|---|---|
| Avg Inst Size Synth | `6.435 um^2` |
| Worst_ep grt | `FRTD[1]` |
| # placed instances | `approximately 540` |
| Mapped Cells | `300` |
| Chip Height | `71.48 um` |
| Failing step | `global routing (5_1_grt)` |
| GP Congestion | `around 1` |
| Largest net degree at the start of global routing | `8` |
| Distinct cell type count after synthesis | `46` |
| YS chip area | `just under 2000 um^2` |
| Fp util | `42.86%` |
| Post-place setup slack | `-1.156 ns` |
| Ys cells | `approximately 300` |
| # IOs | `139` |
| Worst ep type | `output port` |
| Run Error | `[ERROR DPL-0036] Detailed placement failed.` |
| CTS Hold Buffers Added | `0` |
| Post-DP HPWL | `6689 um` |
| Post-Synthesis Cell Area | `1931 um^2` |
| Synth Seq Share | `0%` |
| Outcome | `aborted with a tool error` |
| # rows | `24` |
| Count of input and output buffers | `128` |
| Die X | `71.48 um` |
| Synthesis Warnings | `0` |
-- logic make-up after synthesis --
| group | Yosys count | synth area share, % |
|---|---|---|
| simple gates | 141 | 38.43 |
| compound gates | 36 | 14.00 |
| xor+xnor | 90 | 40.83 |
| buf+inv | 32 | 6.546 |
| other cells | 1 | 0.1942 |
-- what timing repair did --
action / in CTS
pin swaps: 56
setup buffers: 19
gates resized: 223
endpoints found under the hold margin: 0
endpoints found under the setup margin: 10
-- per-stage QoR --
step	TNS, ns	hold slack (ns)	instance area [um^2]	utilization, %
CTS	-2.010	1.564	4212	93.50
detailed placement	-9.228	2.184	3845	85.36
floorplan	-0.01087	1.185	1933	-
global placement	-8.807	2.175	3845	85.36
-- cells in the mapped netlist, types with 2 or more instances --
master    count  area share, %
a211oi_1      2           0.78
a21oi_1       4            1.0
a311o_1       2            1.0
a41oi_1       2           0.91
and3_1        3           0.97
buf_2         2           0.52
clkbuf_1     27            5.2
nand2_1      22            4.3
nand3_1      19            4.9
nand4_1       8            2.6
nand4b_1      2           0.91
nor2_1       29            5.6
nor3_1       21            5.4
nor3b_1       6            2.3
nor4_1       15            4.9
nor4b_1       2           0.91
o21ai_0       5            1.3
o22ai_1       4            1.3
o41ai_1       2           0.91
or4_1         9            3.5
xnor2_1      50             23
xor2_1       40             18
