===== flow/design.v =====
`timescale 1ns / 1ps
module ALU(
	input [31:0]Data1,
	input [31:0]Data2,
	input [1:0]ALUop,
	output [31:0]Result,
	output Zero,
	output Bgez
    );
	assign Result = ALUop == 0 ? Data1 + Data2 :
					ALUop == 1 ? Data1 - Data2 :
					ALUop == 2 ? Data1 | Data2 :
					Data1 < Data2 ? 32'b1 : 32'b0;
	assign Zero = (Data1 == Data2);
	assign Bgez = !Data1[31] && Data1[30:0] >= 0;			 
endmodule
`timescale 1ns / 1ps
module MUX_2_1_32bits(
	input [31:0] A,
	input [31:0] B,
	input Sel,
	output [31:0] Out
    );
	assign Out = (Sel == 0) ? A : B;
endmodule
`timescale 1ns / 1ps
module EX(
    input [31:0] RSE,
    input [31:0] RTE,
    input [31:0] IRE,
    input [31:0] EXTE,
    output [31:0] ALUout
    );
	parameter	op_r = 6'b000000,
				op_addi = 6'b001000,
				op_addiu = 6'b001001,
				op_ori = 6'b001101,
				op_lui = 6'b001111,
				op_lw = 6'b100011,
				op_sw = 6'b101011,
				op_beq = 6'b000100,
				op_bne = 6'b000101,
				op_j = 6'b000010,
				op_jal = 6'b000011,
				func_add = 6'b100000,
				func_addu = 6'b100001,
				func_sub = 6'b100010,
				func_subu = 6'b100011,
				func_and = 6'b100100,
				func_or = 6'b100101,
				func_xor = 6'b100110,
				func_sll = 6'b000000,
				func_srl = 6'b000010,
				func_jr   = 6'b001000;
	wire [31:0] A;
	wire [31:0] B;
	wire [31:0] Out;
	wire [3:0] ALUop;
	MUX_2_1_32bits MUX_A(RSE,IRE,ALUSrcA,A);
	MUX_2_1_32bits MUX_B(RTE,EXTE,ALUSrcB,B);
	ALU ALU1(A,B,ALUop,Out);
	assign ALUop = (IRE[31:26] == op_r && (IRE[5:0] == func_add || IRE[5:0] == func_addu)) ||
				   IRE[31:26] == op_addiu || IRE[31:26] == op_addi || IRE[31:26] == op_lw || IRE[31:26] == op_sw ? 0 :
				   IRE[31:26] == op_r && (IRE[5:0] == func_sub || IRE[5:0] == func_subu) ? 1 :
				   IRE[31:26] == op_r && IRE[5:0] == func_and ? 2 :
				   (IRE[31:26] == op_r && IRE[5:0] == func_or) || (IRE[31:26] == op_ori) ? 3 :
				   IRE[31:26] == op_lui ? 4 :
				   IRE[31:26] == op_r && IRE[5:0] == func_sll ? 5 :
				   IRE[31:26] == op_r && IRE[5:0] == func_srl ? 6 :
				   IRE[31:26] == op_r && IRE[5:0] == func_xor ? 7 :
				   15;
	assign ALUSrcA = IRE[31:26] == op_r && (IRE[5:0] == func_srl || IRE[5:0] == func_sll) ? 1 : 0;
	assign ALUSrcB = IRE[31:26] == op_r && IRE[5:0] != func_jr && IRE != 0 ? 0 : 1;
	assign ALUout = Out;
endmodule

===== flow/run.sh =====
#!/bin/bash
# OpenROAD 26Q1-2900-gdf79404cd8, Yosys 0.63+post, stock flow scripts
make -C /OpenROAD-flow-scripts/flow DESIGN_CONFIG=/design/flow/config.mk WORK_HOME=/design/flow/orfs finish

===== flow/config.mk =====
export PLATFORM = sky130hd
export DESIGN_NAME = EX
export DESIGN_NICKNAME = EX
export VERILOG_FILES = /design/flow/design.v
export SDC_FILE = /design/flow/constraint.sdc
export NUM_CORES = 4
export LEC_CHECK = 1
export CORE_UTILIZATION = 30

===== flow/constraint.sdc =====
current_design EX

set clk_period 23.9
set clk_io_pct 0.2

create_clock -name clk0 -period $clk_period

set non_clock_inputs [all_inputs -no_clocks]
set_input_delay [expr $clk_period * $clk_io_pct] -clock clk0 $non_clock_inputs
set_output_delay [expr $clk_period * $clk_io_pct] -clock clk0 [all_outputs]

==> impl_metrics.json <==
{
  "xor_area_share_pct": 2.84,
  "top_area_share_pct": 21.4,
  "critPathLaunchType": "input pin",
  "ir_drop_mv": 0.00663,
  "rows": 49,
  "yosys.area.top_type": "ha_1",
  "p_comb_share_pct": 100.0,
  "rsz0062_at_grt": "false",
  "ys_sh_aoi_pct": 33.0,
  "io_pins": 160,
  "grt_pass1_wl_mm": 31.6,
  "met1Wirelength_mm": 8.65,
  "dr.max_layer_used": "met4",
  "endpoint": "ALUout[26]",
  "wl_met2_mm": 9.35,
  "ys_chip_area_mm2": 0.00556,
  "grt_max_degree": 33,
  "post-cts-setup-buffer-count": 0,
  "viasPerCell": 5.47,
  "gp_congestion": 0.916,
  "cap_viol_max_count": 0,
  "slowest_stage": "or4_1",
  "cp-end-kind": "primary output",
  "yosysWarnings": 3,
  "wl_per_cell_um": 16.9,
  "grt_pass1_vias": 6170,
  "final_cell_mix": "160 x clkdlybuf4s50_1, 95 x ha_1, 91 x inv_1",
  "synthToLayoutAreaGrowth_pct": 32.5,
  "power_frac_clock_pct": 0,
  "wl_mm": 19.3,
  "ff_count": 0,
  "max_stage_delay_ns": 0.65,
  "post_cts_resized": 0,
  "p_int_uw": 71.9,
  "setup_viol": 0,
  "antenna_cells": 0,
  "ctsHoldBuffers": 0,
  "dr.pass1.iters": 26,
  "period_needed_ns": 15.37,
  "fp.dieH_um": 138,
  "synthMuxAreaShare_pct": 11.9,
  "net-switching-power_uw": 74.0,
  "period_used_pct": 64.3,
  "critical_path_peak_fanout": 24,
  "flop_area_um2": 0,
  "power.density_mw_per_mm2": 19.8,
  "die_width_um": 138,
  "drt_iter0_drc": 310,
  "ant_nets": 0,
  "fp_util_pct": 30.7,
  "finalSetupTns_ns": 0,
  "topCombFamilyByArea": "AND-OR/OR-AND gates",
  "p_leak_nw": 3.14,
  "ys_seq_share_pct": 0,
  "dr_wl_met3_um": 972,
  "critPathArrivalTime_ns": 10.59,
  "p_sw_share_pct": 50.7,
  "slew_violations": 0,
  "die_area_mm2": 0.0191,
  "hold_viol": 0,
  "drcViolationCount": 0,
  "setup.worst_path.start": "IRE[28]",
  "critical_path_required_ns": 19.12,
  "drive_gt1_share_pct": 9.42,
  "grt.total_usage_pct": 20.4,
  "portBuffers": 160,
  "nClkBuffers": 0,
  "layout_top_cell": "clkdlybuf4s50_1",
  "ys_cells": 787,
  "hpwlAfterDp_mm": 15.9,
  "fa_ha_area_share_pct": 22.1,
  "max_freq_mhz": 65.1,
  "worst_slack_ns": 8.53,
  "core-area_mm2": 0.0181,
  "worst_pin_slew_ns": 0.833,
  "worstSetupPathType": "input pin to primary output",
  "p_seq_share_pct": 0,
  "antenna_found_initial": 0,
  "fillers": 1879,
  "vias": 6243,
  "status": "finished, final reports clean",
  "gr-total-overflow": 0,
  "dp_slack_ns": 8.53,
  "tool_warnings": 90,
  "hold_class": "input pin to primary output",
  "syn_area_mm2": 0.00556,
  "yosys-top-cells-area": "ha_1 21%, mux2_2 8.3%, inv_1 6.1%, a21oi_1 4.8%, nor2_1 4.6%",
  "syn-instance-count": 787,
  "syn_area_per_cell_um2": 7.06,
  "crit_chain": "clkdlybuf4s50_1 > nor4_1 > nand3_1 > or4_1 > buf_4 > mux2_2 > ha_1 > or4b_4 > a21oi_2 > o31ai_1 > a311oi_2 > o22ai_2 > o21ai_1 > nor3_1 > nor4_1 > a221o_1 > clkdlybuf4s50_1",
  "slew_headroom_pct": 44.3,
  "simple_gate_area_share_pct": 20.8,
  "yosysUniqueCellTypes": 80
}
-- per-layer routing --
layer / track usage, % / up-vias
met5: 0 / -
met4: 3.49 / 0
met3: 1.94 / 23
met2: 35.8 / 178
met1: 27.4 / 2893
li1: - / 3149
-- synthesized netlist by cell type (6+ instances only) --
cell type / number
ha_1: 95
inv_1: 91
nor2_1: 68
a21oi_1: 53
mux2_2: 41
clkbuf_1: 36
o21ai_0: 34
nand2_1: 29
nor3_1: 23
mux2i_1: 20
a21o_1: 17
o22ai_1: 16
xnor2_1: 16
nand2b_1: 14
nor2b_1: 14
a221oi_1: 13
and2_1: 13
o221ai_1: 13
nor4_1: 12
o21bai_1: 12
a211oi_1: 10
a31oi_1: 10
nand3_1: 10
o221a_2: 7
or4_1: 7
and3_1: 6
-- per-stage QoR --
stage	total power, mW	hold slack [ns]	util (%)	cell area, µm²	cells
3_5_place_dp	0.144	10.82	40.7	7360	1142
4_1_cts	0.146	10.83	40.7	7360	1142
3_3_place_gp	0.145	10.80	40.7	7360	1142
2_1_floorplan	0.0895	9.86	-	5560	787
6_report	0.146	10.81	40.7	7360	1142
5_1_grt	0.162	10.87	40.7	7360	1142
-- power groups by stage --
| stage | sequential (mW) | combinational [mW] | clock, mW |
|---|---|---|---|
| 4_1_cts | 0 | 0.146 | 0 |
| 5_1_grt | 0 | 0.162 | 0 |
| 6_report | 0 | 0.146 | 0 |
-- kinds of logic after synthesis --
logic type / Yosys count
simple gates: 224
mux: 61
xor+xnor: 18
fa+ha+maj: 97
compound gates: 252
buf+inv: 135
-- layout make-up --
class | instances | area (µm²) | share of cell area (%)
multi-input combinational | 652 | 5060 | 68.7
timing repair buffer | 170 | 1680 | 22.8
inverter | 91 | 342 | 4.64
tap | 229 | 287 | 3.89
-- worst max-delay path, delay by kind of cell --
kind                     cells  cell delay [ns]
buffers and inverters        3             1.28
multiplexers                 1             0.35
AND-OR/OR-AND                6             1.45
adder cells (fa/ha/maj)      1             0.48
AND/OR/NAND/NOR              6             2.25
-- how the worst min path moves through the flow --
stage,start,slack [ns],endpoint,depth (start not counted)
4_1_cts,RSE[2],10.83,ALUout[2],6
5_1_grt,RSE[2],10.87,ALUout[2],6
6_report,RSE[2],10.81,ALUout[2],6
Power and IR drop assume default switching activity.
